--- ./run.sh ---
#!/bin/bash
# OpenROAD 26Q1-2900-gdf79404cd8, Yosys 0.63+post, stock flow scripts
make -C /OpenROAD-flow-scripts/flow DESIGN_CONFIG=/design/flow/config.mk WORK_HOME=/design/flow/orfs finish
--- ./config.mk ---
export PLATFORM = sky130hd
export DESIGN_NAME = Top_UART_Rx
export DESIGN_NICKNAME = Top_UART_Rx
export VERILOG_FILES = /design/flow/design.v
export SDC_FILE = /design/flow/constraint.sdc
export NUM_CORES = 4
export LEC_CHECK = 1
export CORE_UTILIZATION = 30
--- ./constraint.sdc ---
current_design Top_UART_Rx

set clk_period 2.3
set clk_io_pct 0.2

create_clock -name clk0 -period $clk_period [get_ports {clk}]

set non_clock_inputs [all_inputs -no_clocks]
set_input_delay [expr $clk_period * $clk_io_pct] -clock clk0 $non_clock_inputs
set_output_delay [expr $clk_period * $clk_io_pct] -clock clk0 [all_outputs]
--- ./design.v ---
module FSM_Module_Rx(
    clk                 ,
    rst_n               ,
    i_rx_d              ,
    sampling            ,
    catch_bit           ,
    catch_bit_cnt       ,
    shift_rst           ,
    o_rx_complete       ,
    o_rx_error           
);
input               clk                 ;
input               rst_n               ;
input               i_rx_d              ;
input               sampling            ;
output reg          catch_bit           ;
output reg [3:0]    catch_bit_cnt       ;
output              shift_rst           ;
output              o_rx_complete       ;
output              o_rx_error          ;
reg [3:0] state, n_state;
localparam IDLE              = 4'd0;
localparam START_CHECK       = 4'd1;
localparam SAMPLE_CNT_RST    = 4'd2;
localparam F_WAIT            = 4'd3;
localparam F_SAMPLE          = 4'd4;
localparam S_WAIT            = 4'd5;
localparam S_SAMPLE          = 4'd6;
localparam T_WAIT            = 4'd7;
localparam T_SAMPLE          = 4'd8;
localparam DATA_DECISION     = 4'd9;
localparam STOP_DECISION     = 4'd10;
localparam RECEIVE_COMPLETE  = 4'd11;
localparam RECEIVE_ERROR     = 4'd12;
always @(posedge clk or negedge rst_n) begin
    if(~rst_n)
        state <= IDLE;
    else   
        state <= n_state;
end
always @(state or i_rx_d or sampling or sample_cnt or bit_cnt) begin  
    case(state)
        IDLE: begin  
            if(sampling == 1 && i_rx_d == 0)
                n_state = START_CHECK;
            else
                n_state = IDLE;
        end
        START_CHECK: begin
            if(sampling == 1 && i_rx_d == 1)  
                n_state = IDLE;
            else if(sample_cnt == 8)  
                n_state = SAMPLE_CNT_RST;
            else
                n_state = START_CHECK;
        end
        SAMPLE_CNT_RST: n_state = F_WAIT;  
        F_WAIT: begin 
            if(sample_cnt == 14)  
                n_state = F_SAMPLE;  
            else
                n_state = F_WAIT;
        end
        F_SAMPLE: n_state = S_WAIT;  
        S_WAIT: begin
            if(sample_cnt == 15)  
                n_state = S_SAMPLE;  
            else
                n_state = S_WAIT;
        end
        S_SAMPLE: n_state = T_WAIT;  
        T_WAIT: begin 
            if(sample_cnt == 16)  
                n_state = T_SAMPLE;  
            else
                n_state = T_WAIT;
        end
        T_SAMPLE: begin  
            if(bit_cnt == 4'd8)  
                n_state = STOP_DECISION;
            else  
                n_state = DATA_DECISION;
        end
        DATA_DECISION: n_state = SAMPLE_CNT_RST;  
        STOP_DECISION: begin  
            if((b0&b1) | (b0&b2) | (b1&b2) == 1'b1)
                n_state = RECEIVE_COMPLETE;
            else   
                n_state = RECEIVE_ERROR;
        end
        RECEIVE_COMPLETE:  
            n_state = IDLE;
        RECEIVE_ERROR:
            n_state = IDLE;  
        default: n_state = state;
    endcase
end
reg [4:0] sample_cnt;
always @(posedge clk or negedge rst_n) begin
    if(~rst_n)
        sample_cnt <= 0;
    else if(state == IDLE)
        sample_cnt <= 0;
    else if(state == SAMPLE_CNT_RST)
        sample_cnt <= 0;
    else begin
        if(sampling)
            sample_cnt <= sample_cnt + 1'b1;
        else
            sample_cnt <= sample_cnt;
    end
end
reg [3:0] bit_cnt;
always @(posedge clk or negedge rst_n) begin
    if(~rst_n)
        bit_cnt <= 0;
    else if(state == IDLE)
        bit_cnt <= 0;
    else if(state == DATA_DECISION)
        bit_cnt <= bit_cnt + 1'b1;
    else
        bit_cnt <= bit_cnt;
end
reg b0, b1, b2;
always @(posedge clk or negedge rst_n) begin
    if(~rst_n) begin
        b0 <= 1'b0;
        b1 <= 1'b0;
        b2 <= 1'b0;
    end else if(state == IDLE) begin
        b0 <= 1'b0;
        b1 <= 1'b0;
        b2 <= 1'b0;
    end else if(state == SAMPLE_CNT_RST) begin
        b0 <= 1'b0;
        b1 <= 1'b0;
        b2 <= 1'b0;
    end else if(state == F_SAMPLE) begin
        b0 <= i_rx_d;
    end else if(state == S_SAMPLE) begin
        b1 <= i_rx_d;
    end else if(state == T_SAMPLE) begin
        b2 <= i_rx_d;
    end else begin
        b0 <= b0;
        b1 <= b1;
        b2 <= b2;
    end
end
always @(state) begin  
    if(state == DATA_DECISION) begin
        catch_bit_cnt <= bit_cnt;
        catch_bit <= (b0&b1) | (b0&b2) | (b1&b2);  
    end else begin
        catch_bit_cnt <= catch_bit_cnt;
        catch_bit <= catch_bit;
    end
end
assign shift_rst = (state == IDLE) ? 1'b1 : 1'b0;
assign o_rx_complete = (state == RECEIVE_COMPLETE) ? 1'b1 : 1'b0;
assign o_rx_error = (state == RECEIVE_ERROR) ? 1'b1 : 1'b0;
endmodule
module Sampling_Counter
#(
    parameter SYS_CLK   = 50000000  ,
    parameter BAUD_RATE = 115200    ,
    parameter DIVISION  = 16         
)
(
    clk         ,
    rst_n       ,
    sampling                        
);
input               clk         ;
input               rst_n       ;
output reg          sampling    ;
reg [4:0] sampling_reg;
always @(posedge clk or negedge rst_n) begin
    if(!rst_n)
        sampling_reg <= 0;
    else if(sampling_reg == SYS_CLK/(BAUD_RATE*DIVISION) - 1'b1)  
        sampling_reg <= 0;
    else
        sampling_reg <= sampling_reg + 1'b1;
end
always @(posedge clk or negedge rst_n) begin
    if(!rst_n)
        sampling <= 0;
    else if(sampling_reg == SYS_CLK/(BAUD_RATE*DIVISION) - 1'b1)
        sampling <= 1;
    else 
        sampling <= 0;
end
endmodule
module Shift_Register_Rx(
    clk             ,
    rst_n           ,
    shift_rst       ,
    catch_bit       ,
    catch_bit_cnt   ,
    o_rx_d                                        
);
input               clk             ;
input               rst_n           ;
input               shift_rst       ;
input               catch_bit       ;
input [3:0]         catch_bit_cnt   ;
output reg [7:0]    o_rx_d          ;           
always @(posedge clk or negedge rst_n) begin
    if(!rst_n)
        o_rx_d <= 8'b0000_0000;
    else if(shift_rst)
        o_rx_d <= 8'b0000_0000;
    else
        o_rx_d[catch_bit_cnt] <= catch_bit;
end
endmodule
module Top_UART_Rx
#(
    parameter SYS_CLK   = 50000000  ,
    parameter BAUD_RATE = 115200    ,
    parameter DIVISION  = 16         
)
(
    clk                 ,
    rst_n               ,
    i_rx_d              ,
    o_rx_d              ,  
    o_rx_complete       ,
    o_rx_error           
);
input               clk                 ;
input               rst_n               ;
input               i_rx_d              ;
output [7:0]        o_rx_d              ;  
output              o_rx_complete       ;
output              o_rx_error          ; 
wire                sampling            ;
wire                catch_bit           ;
wire [3:0]          catch_bit_cnt       ;
wire                shift_rst           ;
FSM_Module_Rx u0(
    .clk                 (clk          ),
    .rst_n               (rst_n        ),
    .i_rx_d              (i_rx_d       ),
    .sampling            (sampling     ),
    .catch_bit           (catch_bit    ),
    .catch_bit_cnt       (catch_bit_cnt),
    .shift_rst           (shift_rst    ),
    .o_rx_complete       (o_rx_complete),
    .o_rx_error          (o_rx_error   ) 
);
Sampling_Counter u1(
    .clk         (clk     ),
    .rst_n       (rst_n   ),
    .sampling    (sampling) 
);
Shift_Register_Rx u2(
    .clk             (clk          ),
    .rst_n           (rst_n        ),
    .shift_rst       (shift_rst    ),
    .catch_bit       (catch_bit    ),
    .catch_bit_cnt   (catch_bit_cnt),
    .o_rx_d          (o_rx_d       ) 
);
endmodule
==> job_summary.md <==
## Synthesis and layout report

| Metric | Value |
|---|---|
| Wire length per cell | `12.1 um` |
| Final Hold Fails | `0` |
| Number of DRC violations after detailed routing | `0` |
| Combined global-route utilization of all metal layers | `0.118` |
| Fraction of post-synthesis cell area in the top cell type by area | `0.468` |
| Number of H-tree branching levels | `2` |
| Number of vias in the routed layout | `1404` |
| Share of layout cells above drive strength 1 | `0.0744` |
| Post-CTS setup buffer count | `0` |
| Total CTS buffers | `5` |
| Total negative setup slack | `0 ps` |
| Sum of routed wire length over all layers | `3.53 mm` |
| Synthesis-stage register bit count | `44` |
| Fraction of registers with async set or reset after synthesis | `0.886` |
| Tool warnings | `32` |
| Bufs and invs on worst path | `1` |
| Largest stage delay on the critical path | `500 ps` |
| Gates resized, CTS repair | `0` |
| Yosys warns | `3` |
| Aggregate global routing overflow | `0` |
| Setup clock skew after layout | `7.17 ps` |
| Residual antenna-violating net count after detailed routing | `0` |
| Clock Tree Root | `clkbuf_8` |
| Antenna violations before repair | `0` |
| Port Buf Inserts | `12` |
| HPWL reported at the end of detailed placement | `2.57 mm` |
| Total of max-cap violations | `0` |
| Most used DFF post-synth | `dfrtp_1` |
| Max Slew Vio Count | `0` |
| Standby leakage power | `1.02 nW` |
| Worst Tran Pin Value | `582 ps` |
| Deepest clock path buffer count | `2` |
| Power density cells | `518 nW/um^2` |
| Average cell area after synthesis | `10.3 sq um` |
| DIE AREA | `7100 sq um` |
| Crit path arrival time | `1130 ps` |
| VDD IR-drop max | `0.419 mV` |
| Effective utilization at floorplan | `0.314` |
| Min Clock Period, post-route | `1590 ps` |
| Latest clock arrival within the worst-skew pair | `290 ps` |
| Post-synthesis cell type with the largest combined area | `dfrtp_1` |
| Post-Syn Instances | `198` |
| Series of cell instances along the critical path | `clkdlybuf4s50_1` |
| Chip Area, Yosys | `2030 sq um` |
| Slowest CP cell | `clkdlybuf4s50_1` |
| Vias per cell | `4.81` |
| Crit Path Category | `flop to output pin` |
| F_max | `627 MHz` |
| First-pass detailed-route iteration total | `23` |
| Register clock-pin slew on the reported worst setup and hold paths | `80 ps` |
| Placeable core area | `6460 sq um` |
| Largest register FFs | `13` |
| Final cycle utilization of the critical path | `0.693` |
| Cell family contributing the most delay on the critical path | `buffers and inverters` |
| Worst r2r src | `u0.sample_cnt[0]` |
| Element type at the critical path end | `output pin` |
| Remaining max-slew budget at the tightest pin | `0.612` |
| FF-to-FF setup slack | `900 ps` |
| Data required, critical path | `1840 ps` |
| Largest fanout on the critical path | `2` |
| Largest net degree at the start of global routing | `28` |
| First-pass GRT wire length | `6.65 mm` |
| RD Place Congestion | `0.842` |
| Rows | `29` |
| Hold_ws | `156 ps` |
| Class of the worst hold path | `input port to async pin` |
| Unrepaired setup endpoints after global routing | `no` |
| Post-synth tally of flip-flops with integrated enable | `0` |
| Startpoint Class | `flop` |
| Post-Syn Area | `2030 sq um` |
| Vias in the first global route | `1373` |
| Clock tree from TritonCTS | `done` |
| Ports placed on the boundary | `13` |
| Post-synth area hogs | `dfrtp_1 47%, ha_1 7.4%, nor2_1 4.4%, dlxtp_1 3.7%, mux2i_1 3.0%` |
| DRC violation total after the first TritonRoute iteration | `114` |
| Die width | `84.3 um` |
| Distinct lib cells | `44` |
| Layout filler cell count | `639` |
| Worst setup path start | `u0.state[11]` |
| Final-report setup violation count | `0` |
| Number of cells in Yosys stat | `198` |
| Number of antenna cells inserted | `0` |
| Number of register pins that no clock reaches | `5` |
| Number of buffers added to fix hold violations after cts | `0` |
| Post-synthesis to final-layout area growth | `15.1%` |
| Endpoints left unconstrained | `5` |
| Die extent in y | `84.3 um` |
| Status | `finished clean` |
-- Yosys cell counts, drive strengths merged (2+ instances only) --
cell type,n
o21ai,3
nor2b,5
nor3,2
mux2i,6
nor2,24
xnor2,4
a21oi,7
inv,18
nand3,6
and3,2
dfrtp,38
and2,2
clkbuf,5
or2,2
xor2,5
nand2b,2
nand2,12
o21a,4
a21o,3
o31ai,3
ha,12
dlxtp,5
nor3b,3
nand4,6
o32ai,2
-- worst paths after layout --
kind,end,depth (start not counted)
max in group asynchronous,u0.state[4],2
min reg2reg,u0.state[10],1
max reg2reg,u0.sample_cnt[4],4
min,u2.o_rx_d[5],1
max,o_rx_complete,1
min in group clk0,u0.state[10],1
-- power breakdown --
part / internal [mW] / switching (mW)
sequential: 0.688 / 0.00504
combinational: 0.00617 / 0.0187
clock: 0.245 / 0.249
-- cell type report --
cell class,count,area [sq um],share of cell area
clock inverter,2,16.3,0.00696
sequential,44,1050,0.450
clock buffer,6,82.6,0.0353
inverter,18,67.6,0.0289
multi-input combinational,131,892,0.382
tap,77,96.3,0.0412
timing repair buffer,14,130,0.0557
-- cells in the final DEF (no fill, tap or decap), types with 3 or more instances in the layout --
| cell type | instances |
|---|---|
| xnor2_1 | 4 |
| o31ai_1 | 3 |
| o21a_1 | 4 |
| xor2_1 | 5 |
| nand2_1 | 12 |
| dfrtp_1 | 38 |
| nor3b_1 | 3 |
| clkdlybuf4s50_1 | 11 |
| nand4_1 | 6 |
| a21o_1 | 3 |
| clkbuf_8 | 6 |
| nand3_1 | 6 |
| ha_1 | 12 |
| nor2b_1 | 5 |
| mux2i_1 | 6 |
| dlxtp_1 | 5 |
| nor2_1 | 24 |
| a21oi_1 | 7 |
| inv_1 | 16 |
-- per-layer routing --
metal	global-route usage	vias up	part of all wire
li1	-	709	-
met1	0.194	667	0.52
met2	0.169	24	0.43
met3	0.0209	4	0.036
met4	0.0282	0	0.012
met5	0	-	0
-- kinds of logic (layout without fill, tap and decap cells) --
| group | count (synthesis) | in the layout | share of synthesized area |
|---|---|---|---|
| adder cells (fa/ha/maj) | 13 | 13 | 0.0789 |
| flip-flops | 39 | 39 | 0.481 |
| AND/OR/NAND/NOR | 72 | 72 | 0.187 |
| AND-OR/OR-AND | 31 | 31 | 0.105 |
| latches | 5 | 5 | 0.0370 |
| multiplexers | 6 | 6 | 0.0296 |
| buffers and inverters | 23 | 40 | 0.0425 |
| XOR/XNOR | 9 | 9 | 0.0388 |
-- metrics by stage --
stage | cells | utilization | power (mW) | area [sq um] | setup WS [ps]
6_report | 292 | 0.362 | 1.21 | 2340 | 706
4_1_cts | 292 | 0.362 | 1.23 | 2340 | 693
3_5_place_dp | 284 | 0.347 | 0.732 | 2240 | 920
2_1_floorplan | 198 | - | 0.710 | 2030 | 973
5_1_grt | 292 | 0.362 | 1.27 | 2340 | 646
3_3_place_gp | 284 | 0.347 | 0.733 | 2240 | 941
No activity file was given, so power comes from the tool's default toggle rates.
