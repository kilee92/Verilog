$ cat constraint.sdc
current_design Top_UART_Tx

set clk_period 1.8
set clk_io_pct 0.2

create_clock -name clk0 -period $clk_period [get_ports {clk}]

set non_clock_inputs [all_inputs -no_clocks]
set_input_delay [expr $clk_period * $clk_io_pct] -clock clk0 $non_clock_inputs
set_output_delay [expr $clk_period * $clk_io_pct] -clock clk0 [all_outputs]
$ cat design.v
module BPS_Counter
#(
    parameter SYS_CLK   = 50000000,
    parameter BAUD_RATE = 115200 
)
(
    clk         ,
    rst_n       ,
    bps_cnt_en  ,
    tx_done     ,
    shift_en      
);
input               clk         ;
input               rst_n       ;
input               bps_cnt_en  ;
output reg          tx_done     ;
output reg          shift_en    ;  
reg [9:0] bps_cnt_reg;
reg [3:0] bit_cnt_reg;
always @(posedge clk or negedge rst_n) begin
    if(~rst_n)
        bps_cnt_reg <= 10'b0;
    else if(bps_cnt_reg == (SYS_CLK / BAUD_RATE -1'b1))  
        bps_cnt_reg <= 10'b0;
    else if(bps_cnt_en == 1)
        bps_cnt_reg <= bps_cnt_reg + 10'b1;
    else
        bps_cnt_reg <= 10'b0;  
end
always @(posedge clk or negedge rst_n) begin
    if(~rst_n)
        bit_cnt_reg <= 0;
    else if(bit_cnt_reg == 4'd10)
        bit_cnt_reg <= 0;
    else if(bps_cnt_reg == (SYS_CLK / BAUD_RATE -1'b1))
        bit_cnt_reg <= bit_cnt_reg + 1'b1;
    else
        bit_cnt_reg <= bit_cnt_reg;
end
always @(posedge clk) begin
    if(bps_cnt_reg == (SYS_CLK / BAUD_RATE -1'b1)) begin       
        shift_en <= 1;
      if(bit_cnt_reg == 4'd9)  
            tx_done <= 1;
        else
            tx_done <= 0;
    end else begin
        shift_en <= 0;
        tx_done <= 0;
    end
end
endmodule
module FSM_Module_Tx(
    clk             ,
    rst_n           ,
    i_tx_en         ,
    tx_done         ,
    bps_cnt_en      ,
    load            ,
    o_tx_complete            
);
input               clk             ;
input               rst_n           ;
input               i_tx_en         ;
input               tx_done         ;
output reg          bps_cnt_en      ;
output reg          load            ;
output              o_tx_complete   ;
reg [1:0] state, n_state;
localparam IDLE      = 2'b00;  
localparam LOAD_TX   = 2'b01;  
localparam SEND_TX   = 2'b11;  
always @(posedge clk or negedge rst_n) begin
    if(~rst_n)
        state <= IDLE;
    else
        state <= n_state;
end
always @(state or i_tx_en or tx_done) begin
    case(state)
        IDLE:
            if(i_tx_en)
                n_state = LOAD_TX;
            else
                n_state = IDLE;
        LOAD_TX:
            n_state = SEND_TX;  
        SEND_TX:
            if(tx_done)
                n_state = IDLE;
            else
                n_state = SEND_TX;
        default:
            n_state = IDLE;
    endcase
end
always @(state) begin
    case(state)
        IDLE: begin
            bps_cnt_en = 0;
            load       = 0;
        end
        LOAD_TX: begin  
            bps_cnt_en = 0;
            load       = 1;  
        end
        SEND_TX: begin
            bps_cnt_en = 1;  
            load       = 0;
        end
        default: begin 
            bps_cnt_en = 0;
            load       = 0;
        end
    endcase
end
assign o_tx_complete = tx_done;
endmodule
module Shift_Register_Tx(
    clk         ,
    rst_n       ,
    i_tx_d      ,
    load        ,
    shift_en    ,
    o_tx_d                             
);
input               clk         ;
input               rst_n       ;
input [7:0]         i_tx_d      ;
input               load        ;
input               shift_en    ;
output              o_tx_d      ;
reg [9:0] d_reg;
always @(posedge clk) begin
    if(!rst_n)
        d_reg <= 10'b11_1111_1111;
    else if(load)
        d_reg <= {1'b1, i_tx_d, 1'b0};
    else if(shift_en)
        d_reg <= {1'b1, d_reg[9:1]};
    else
        d_reg <= d_reg;
end
assign o_tx_d = d_reg[0];
endmodule
module Top_UART_Tx(
    clk             ,
    rst_n           ,
    i_tx_d          ,
    i_tx_en         ,
    o_tx_complete   ,
    o_tx_d           
);
input               clk             ;
input               rst_n           ;
input [7:0]         i_tx_d          ;
input               i_tx_en         ;
output              o_tx_complete   ;
output              o_tx_d          ;
wire                tx_done         ;
wire                bps_cnt_en      ;
wire                load            ;
wire                shift_en        ;
FSM_Module_Tx u0(
    .clk             (clk          ),
    .rst_n           (rst_n        ),
    .i_tx_en         (i_tx_en      ),
    .tx_done         (tx_done      ),
    .bps_cnt_en      (bps_cnt_en   ),
    .load            (load         ),
    .o_tx_complete   (o_tx_complete) 
);
BPS_Counter u1(
    .clk         (clk       ),
    .rst_n       (rst_n     ),
    .bps_cnt_en  (bps_cnt_en),
    .tx_done     (tx_done   ),
    .shift_en    (shift_en  ) 
);
Shift_Register_Tx u2(
    .clk         (clk     ),
    .rst_n       (rst_n   ),
    .i_tx_d      (i_tx_d  ),
    .load        (load    ),
    .shift_en    (shift_en),
    .o_tx_d      (o_tx_d  )     
);
endmodule
$ cat run.sh
#!/bin/bash
# OpenROAD 26Q1-2900-gdf79404cd8, Yosys 0.63+post, stock flow scripts
make -C /OpenROAD-flow-scripts/flow DESIGN_CONFIG=/design/flow/config.mk WORK_HOME=/design/flow/orfs finish
$ cat config.mk
export PLATFORM = sky130hd
export DESIGN_NAME = Top_UART_Tx
export DESIGN_NICKNAME = Top_UART_Tx
export VERILOG_FILES = /design/flow/design.v
export SDC_FILE = /design/flow/constraint.sdc
export NUM_CORES = 4
export LEC_CHECK = 1
export CORE_AREA = 10 10 104 104
export DIE_AREA = 0 0 114 114
==> run summary <==
fresh numbers from the pnr run: Crit path largest cell delay=0.47 ns, area added between synthesis and finish=32.85%, Crit path arrival time=2.03 ns, Worst Hold Class=reg -> reg, Yosys warnings=3, Tmin final=1.865 ns, clk root buf=clkbuf_8, Fin Clk Skew=0.001714 ns, max-slew violations=0, vias in the first global route=993, via count=987, routability cong.=0.8650, final tally of setup violations=3, vias per cell=3.855, antenna violations before repair=0, Ports=13, Worst Setup End Kind=register, WS Path Type=reg -> reg, die height=114 microns, first-pass GRT wire length=4740 microns, I/O Buffers=12, Starting DRT DRC Count=36, Post-DP HPWL=2010 microns, WL/cell=10.77 microns, fp_density=14.88%, die area=13000 sq um, crit-path max FO=2, antenna cells=0, CTS Buf Count=3, syn_area_per_cell=10.33 sq um, failing checks=negative setup slack, Comb gate area=606.8 sq um, Seq share, synth=50.10%, Yosys Instances=125, top cells by count, synth=16 x dfrtp_1, 11 x dfxtp_1, 11 x nand2_1, FF-to-FF path depth=6, hold depth=1, depth of the CTS H-tree=1, largest net degree at the start of global routing=17, Fillers=967, Max-slew headroom=65.49%, unrepaired setup endpoints after global routing=yes, PwrDens=782.0 nW/um^2, cell area after layout=1715 sq um, CP max-delay cell=or4b_4, Insertion Delay late pin=0.27 ns, max reg flops=10, r2r setup slk=-0.06 ns, fraction of registers with async set/reset=60.71%, routed wire length=2758 microns, Cell area leaders=dfrtp_1 31%, dfxtp_1 17%, mux2i_1 7.0%, mux2_2 6.1%, nand2_1 3.2%, # rows=34, DRC Markers=0, outcome=finished, violations left, startpoint types=register, Post-DRT Antenna Nets=0, TritonCTS clock tree=done, GR Util All Layers=4.277%, Area after DPL=1620 sq um, pre-CTS WS=-0.02502 ns, total power=1.341 mW, cell type with the largest total area=dfrtp_1, post-synthesis cell area=1291 sq um, worst-margin pin slew=0.5177 ns, Min-Delay Endpoint=u0.state[2], Period Utilization, post-route=103.6%, Inst Count DP=251, final cell count without fillers=256, Clock transition at path regs=0.10 ns, Synth flops=28, Final Worst Setup Slack=-0.06454 ns, clock tree sinks=28, Post-Syn Instances=125, Worst R2R Start=u1.bps_cnt_reg[1], FF-to-FF End=u1.bit_cnt_reg[0], hold_sp=u1.tx_done, Worst VDD drop=0.0003961 V, count leader, synth=dfrtp_1, worst hold margin=0.4684 ns, chip width=114 microns, Lkg Pwr=0.6208 nW, Longest Clk Path Bufs=2, Fin. Hold Viols=0, Yosys cell types=38, Pre-antenna DRT Iters=6, Critical Path Start=u1.bps_cnt_reg[1], WP data required=1.97 ns, main flop type=dfrtp_1, number of synthesized flops with an enable pin=0, layout cell share with drive strength beyond 1=21.62%, Core Region=8678 sq um, register area=646.9 sq um, CP cell instances=inv_1, ha_1, or4b_4, or3_4, clkinv_4, mux2_4, tool warnings=29, Yosys Chip Area=1291 sq um, Fmax=0.5363 GHz, total of max-cap violations=0, Synth top area share=31.01%, GRT overflow=0
## layout make-up
type / count / area share (%)
Tap cell: 108 / 7.877
Timing Repair Buffer: 25 / 12.91
Multi-Input combinational cell: 82 / 35.38
Sequential cell: 28 / 37.71
Inverter: 9 / 2.261
Clock buffer: 4 / 3.866
## how the worst max path moves through the flow
stage | to | slack, ns | cells after the start
CTS | u1.bps_cnt_reg[7] | -0.04 | 6
global route | u1.bit_cnt_reg[0] | -0.11 | 6
finish | u1.bit_cnt_reg[0] | -0.06 | 6
## cells by family (layout without fill, tap and decap cells)
family / after synthesis / after routing / share of synthesized area, %
compound gates: 20 / 20 / 10.27
xor+xnor: 4 / 4 / 2.714
fa+ha+maj: 2 / 2 / 1.938
buf+inv: 15 / 38 / 4.554
flops: 28 / 28 / 50.10
mux: 17 / 17 / 13.95
simple gates: 39 / 39 / 16.47
## power by group
part           internal (mW)  switching, mW
registers              0.656         0.0196
logic                  0.123          0.105
clock network          0.242          0.196
## layout by cell type, fill, tap and decap left out, types with 6 or more instances in the layout
cell type        synthesis  routed
o21ai_0                  6       6
dfxtp_1                 11      11
clkdlybuf4s50_1          0      12
dfrtp_1                 16      16
nand2_1                 11      11
inv_1                    8       8
mux2_2                   7       7
buf_4                    0      12
mux2i_1                  9       9
nor2_1                   6       6
## critical path: cells and delay by family, from the launching register on
| kind | cells | cell delay (ns) |
|---|---|---|
| multiplexers | 1 | 0.28 |
| adder cells (fa/ha/maj) | 1 | 0.13 |
| flip-flops | 1 | 0.39 |
| buffers and inverters | 2 | 0.13 |
| AND/OR/NAND/NOR | 2 | 0.83 |
## per-layer routing
layer / vias up / wire [microns] / share of wire [%] / GRT usage, %
met3: 2 / 77 / 2.8 / 1.063
met1: 484 / 1409 / 51 / 6.063
met4: 0 / 14 / 0.51 / 0.5013
met5: - / 0 / 0 / 0
li1: 489 / - / - / -
met2: 12 / 1256 / 46 / 6.644
## timing repair
action	in CTS	in global routing
hold buffers	0	0
setup buffers	0	1
pin swaps	1	0
resized	2	2
setup endpoints to repair	10	12
## metrics by stage
stage          utilization, %   TNS, ns
2_1_floorplan               -   -0.2770
3_3_place_gp            18.67  -0.05617
3_5_place_dp            18.67  -0.07160
4_1_cts                 19.58   -0.1462
5_1_grt                 19.77   -0.6713
6_report                19.77   -0.1548
No activity file was given, so power comes from the tool's default toggle rates.
